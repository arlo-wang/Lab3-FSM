File: flow/run.sh
#!/bin/bash
# OpenROAD 26Q1-2900-gdf79404cd8, Yosys 0.63+post, stock flow scripts
make -C /OpenROAD-flow-scripts/flow DESIGN_CONFIG=/design/flow/config.mk WORK_HOME=/design/flow/orfs finish
File: flow/config.mk
export PLATFORM = sky130hd
export DESIGN_NAME = lfsr
export DESIGN_NICKNAME = lfsr
export VERILOG_FILES = /design/flow/design.v
export SDC_FILE = /design/flow/constraint.sdc
export NUM_CORES = 4
export LEC_CHECK = 1
export CORE_AREA = 10 10 70 70
export DIE_AREA = 0 0 80 80
File: flow/constraint.sdc
current_design lfsr

set clk_period 1.0
set clk_io_pct 0.2

create_clock -name clk0 -period $clk_period [get_ports {clk}]

set non_clock_inputs [all_inputs -no_clocks]
set_input_delay [expr $clk_period * $clk_io_pct] -clock clk0 $non_clock_inputs
set_output_delay [expr $clk_period * $clk_io_pct] -clock clk0 [all_outputs]
File: flow/design.v
module lfsr(
    input   logic       clk,
    input   logic       rst,
    input   logic       en,
    output  logic [4:1] data_out
);
logic [4:1] sreg;
always_ff @ (posedge clk, posedge rst)
    if (rst)
        sreg <= 4'b0001;
    else if (en)
        sreg <= {sreg[3:1], sreg[3] ^ sreg[4]};
assign data_out = sreg;
endmodule
==> results_slide.txt <==
Implementation Results

Placement
  – Port Buf Inserts: 6
  – Gp weighted congestion: 0.668
  – Placed Area: 304 µm²
  – Post-placement cell count: 67

Critical path
  – CP required: 800 ps
  – Worst setup SP type: flip-flop
  – Worst path arrival time: 860 ps
  – Setup CP Type: flip-flop to primary output
  – CP delay by family, top: flip-flops
  – Cell count of the worst reg-to-reg path: 2
  – Reg2reg setup slack: 100 ps
  – Slowest cell delay on critical path: 530 ps
  – Crit path buffers/inverters: 1
  – CP endpoint kind: primary output
  – Slowest cell on crit path: dfstp_2
  – Reg2reg end: sreg[4]$_DFFE_PP0P_
  – Critical path peak fanout: 3
  – Reg2reg start: sreg[3]$_DFFE_PP0P_
  – Crit-path cells: buf_2

Synthesis
  – Post-Synthesis Cells: 11
  – Synthesis Warnings: 1
  – Area of the mapped netlist: 156 µm²
  – Ys flops: 4
  – Ys cells: 11
  – Cell Type Count: 7
  – Syn_area_per_cell: 14.2 µm²
  – YS chip area: 156 µm²
  – Seq share, synth: 64.8%

Route
  – Vias/cell: 1.89
  – DRC Markers: 0
  – Via count: 134
  – N_diodes: 0
  – Pre-antenna DRT Iters: 1
  – WL final: 447 µm
  – Routed len/inst: 6.30 µm
  – Initial DRC Count: 0
  – Post-route ant nets: 0

Global routing
  – Largest net degree at the start of global routing: 5
  – First-pass GRT wire length: 703 µm
  – Grt ovf: 0
  – Global-route usage over all layers: 1.63%
  – Vias in the first global route: 134
  – Antenna violations before repair: 0

Clock tree
  – Root Buffer Master: clkbuf_4
  – CTS tree: built
  – CTS sink count: 4
  – TritonCTS buffer count: 3
  – H-tree levels: 1
  – Clock slew at reported path FFs: 40 ps
  – Latency at later pin: 250 ps
  – Clock Path Buffers: 2

Final layout
  – Area Growth Syn to Fin: 97.6%
  – Final instance area: 309 µm²
  – Top cells excl fill/tap: buf_4, mux2_2, clkbuf_4, dfrtp_1
  – Finished Layout Cells: 71
  – Final Util: 9.05%
  – Share of post-route cells with drive strength above 1: 60.0%
  – Max reg flops: 4
  – Commonest Layout Cell: buf_4
  – Fillers: 406
  – Biggest register: sreg
  – Largest regs: sreg x4

Run status
  – Status: finished with violations
  – Violated checks: setup timing

Timing
  – Fmax: 944 MHz
  – Final hold vios: 0
  – Final setup fails: 1
  – Tcrit/Tclk final: 106%
  – Final WS setup: -59.6 ps
  – Clk_skew: 11.0 ps
  – Final min period: 1060 ps
  – Slew @ Worst Pin: 196 ps
  – Slew Limit Fails: 0
  – Slew margin rel.: 86.9%
  – RSZ-0062 raised after global routing: true

Job
  – Max cap viols: 0
  – OpenROAD warning count: 27

Die
  – Die H: 80 µm
  – Core Box Area: 3420 µm²
  – I/O pin cnt: 7
  – Die Size: 6400 µm²
  – Core Util at FP: 4.58%
  – Cell Rows: 21
  – Die W: 80 µm

Power and ir drop
  – PD cells: 2700 nW/µm²
  – Leakage: 0.124 nW
  – Max IR drop VDD: 405 µV
  – Total power: 0.000833 W

Hold path
  – Min-delay worst type: input port to async pin
## where the power goes
group	switching, W	total, W	internal [W]
clock	0.0000757	0.000226	0.000150
combinational	0.0000979	0.000308	0.000210
sequential	0.0000411	0.000299	0.000258
## what timing repair did
| item | CTS | global route |
|---|---|---|
| setup endpoints to repair | 5 | 5 |
| hold buffers | 0 | 0 |
| endpoints found under the hold margin | 0 | 0 |
| setup buffers | 1 | 0 |
| resized | 12 | 2 |
## final cells by class
cell class,count,area (µm²),area share [%]
Tap cell,46,57.6,18.6
Clock buffer,4,26.3,8.50
Multi-Input combinational cell,6,51.3,16.6
Sequential cell,4,101,32.8
Timing Repair Buffer,10,68.8,22.3
Inverter,1,3.75,1.21
## stage by stage
stage | setup slack, ps | setup TNS, ps | hold slack, ps
after CTS | -76.7 | -76.7 | 142
after global placement | -228 | -1020 | 402
after global routing | -113 | -113 | 157
final | -59.6 | -59.6 | 138
after detailed placement | -238 | -1060 | 405
after floorplan | 253 | 0 | -34.6
## worst register-to-register path, delay by kind of cell (launching register included)
family / cells / cell delay [ps]
flip-flops: 1 / 370
multiplexers: 1 / 250
buffers and inverters: 1 / 140
## routing by layer
metal | vias to the layer above | track usage (%) | routed length [µm]
li1 | 63 | - | -
met3 | 2 | 2.50 | 99
met1 | 62 | 1.61 | 176
met2 | 7 | 1.85 | 165
met4 | 0 | 0.176 | 6
met5 | - | 0 | 0
## worst max-delay path by stage
stage                   start  cells past startpoint  slack (ps)          end
6_report  sreg[1]$_DFFE_PP1P_                      1         -60  data_out[1]
5_1_grt   sreg[1]$_DFFE_PP1P_                      1        -110  data_out[1]
4_1_cts   sreg[1]$_DFFE_PP1P_                      1         -80  data_out[1]
## kinds of logic after synthesis
| family | after synthesis | share of synthesized area [%] |
|---|---|---|
| buffers and inverters | 1 | 2.40 |
| and+or+nand+nor | 1 | 2.40 |
| DFF | 4 | 64.8 |
| AOI/OAI and AO/OA | 1 | 3.20 |
| xor gates and xnor gates | 1 | 5.60 |
| muxes | 3 | 21.6 |
## Yosys cell counts, drive strengths merged
cell type | instances | share of area, %
xnor2 | 1 | 5.6
dfrtp | 3 | 48
mux2 | 3 | 22
dfstp | 1 | 17
nor2 | 1 | 2.4
inv | 1 | 2.4
a21oi | 1 | 3.2
Power is estimated from default activity; no workload was simulated.
