`design/flow/run.sh`:
```
#!/bin/bash
# OpenROAD 26Q1-2900-gdf79404cd8, Yosys 0.63+post, stock flow scripts
make -C /OpenROAD-flow-scripts/flow DESIGN_CONFIG=/design/flow/config.mk WORK_HOME=/design/flow/orfs finish
```
`design/flow/config.mk`:
```
export PLATFORM = sky130hd
export DESIGN_NAME = lfsr_7
export DESIGN_NICKNAME = lfsr_7
export VERILOG_FILES = /design/flow/design.v
export SDC_FILE = /design/flow/constraint.sdc
export NUM_CORES = 4
export LEC_CHECK = 1
export CORE_AREA = 10 10 70 70
export DIE_AREA = 0 0 80 80
```
`design/flow/constraint.sdc`:
```
current_design lfsr_7

set clk_period 1.0
set clk_io_pct 0.2

create_clock -name clk0 -period $clk_period [get_ports {clk}]

set non_clock_inputs [all_inputs -no_clocks]
set_input_delay [expr $clk_period * $clk_io_pct] -clock clk0 $non_clock_inputs
set_output_delay [expr $clk_period * $clk_io_pct] -clock clk0 [all_outputs]
```
`design/flow/design.v`:
```
module lfsr_7 (
    input   logic       clk,
    input   logic       rst,
    input   logic       en,
    output  logic [7:1] data_out
);
logic [7:1] sreg;
always_ff @(posedge clk or posedge rst) begin
    if (rst) begin
        sreg <= 7'b0000001;
    end else if (en) begin
        sreg <= {sreg[6:1], sreg[7] ^ sreg[3]}; 
    end
end
assign data_out = sreg;
endmodule
```
==> impl_metrics.sql <==
-- metrics for the results database
INSERT INTO impl_metrics (metric_group, metric, value, unit) VALUES
('placement', 'io_buffer_count', '9', ''),
('grt', 'grt_pass1_vias', '239', ''),
('final_layout', 'post_route_cells_drive_above_1_share', '0.658', ''),
('worst_setup_path', 'critical_path.reg2reg.endpoint', 'sreg[3]', ''),
('placement', 'hpwl', '513', 'um'),
('clock_network', 'numCtsBuffers', '3', ''),
('clock_network', 'cts.sink_count', '7', ''),
('run', 'openroad.warnings', '27', ''),
('worst_setup_path', 'worstReg2RegStart', 'sreg[3]', ''),
('clock_network', 'cts_root_buf', 'clkbuf_4', ''),
('worst_setup_path', 'path_cells', 'buf_2', ''),
('final_layout', 'max_reg_flops', '7', ''),
('grt', 'grt_start_max_net_pins', '9', ''),
('routing', 'detail_route.iter0.violations', '2', ''),
('final_layout', 'area_growth', '64.9', '%'),
('worst_setup_path', 'critPathSlowestCell', 'dfstp_2', ''),
('routing', 'wl_per_cell', '7.92', 'um'),
('timing', 'rsz0062_at_grt', 'yes', ''),
('timing', 'clock-skew-final', '0.00310', 'ns'),
('clock_network', 'max-clock-path-buffers', '2', ''),
('timing', 'setup-violations-final', '1', ''),
('timing', 'hold_ws', '0.168', 'ns'),
('grt', 'wire_length_of_the_first_global_routing_pass', '1140', 'um'),
('logic_synthesis', 'synth_flop_count', '7', ''),
('run_status', 'outcome', 'finished with violations', ''),
('routing', 'drc', '0', ''),
('clock_network', 'cts-htree-levels', '1', ''),
('timing', 'final.period_utilization', '1.06', ''),
('clock_network', 'clk_pin_slew_worst_paths', '0.05', 'ns'),
('floorplan', 'num_io_pins', '10', ''),
('logic_synthesis', 'unique_cell_types', '8', ''),
('worst_hold_path', 'min_path_type', 'primary input to asynchronous set/reset pin', ''),
('floorplan', 'core', '0.00342', 'sq mm'),
('logic_synthesis', 'ys_cells', '18', ''),
('worst_setup_path', 'arrival', '0.86', 'ns'),
('clock_network', 'cts_tree', 'yes', ''),
('routing', 'vias', '201', ''),
('floorplan', 'floorplan.core_util', '0.0875', ''),
('timing', 'totalNegativeSetupSlack', '-0.0610', 'ns'),
('clock_network', 'worstSkewPairLatency', '0.25', 'ns'),
('worst_setup_path', 'critical_path_peak_fanout', '2', ''),
('logic_synthesis', 'count_of_synthesis_stage_warnings_from_yosys', '1', ''),
('run_status', 'violations', 'setup timing', ''),
('timing', 'finalHoldViolations', '0', ''),
('grt', 'antenna_found_initial', '0', ''),
('logic_synthesis', 'synthesis.area', '299', 'sq um'),
('worst_setup_path', 'worstPathBufferInverterCount', '1', ''),
('logic_synthesis', 'syn_avg_cell_area', '16.6', 'sq um'),
('worst_setup_path', 'path_depth', '1', ''),
('power_and_ir_drop', 'vdd_drop_max', '0.991', 'mV'),
('worst_setup_path', 'cp-endpoint', 'data_out[1]', ''),
('final_layout', 'largest_registers', 'sreg x7', ''),
('timing', 'final_setup_margin', '-0.0610', 'ns'),
('routing', 'drt-vias-per-instance', '2.39', ''),
('timing', 'period_needed', '1.06', 'ns'),
('worst_setup_path', 'type_of_origin_of_the_critical_path', 'flop', ''),
('logic_synthesis', 'ys_area', '299', 'sq um'),
('worst_setup_path', 'worst-setup-path-type', 'flop to primary output', ''),
('routing', 'antenna-diode-count', '0', ''),
('timing', 'worst_rel_slew_slack', '0.828', ''),
('routing', 'detail-route-antenna-nets', '0', ''),
('floorplan', 'chip_area', '0.00640', 'sq mm'),
('worst_setup_path', 'critPathCaptureType', 'primary output', ''),
('timing', 'fmax', '943', 'MHz'),
('floorplan', 'die_h', '80', 'um'),
('final_layout', 'largest-register', 'sreg', ''),
('timing', 'slew_viol_final', '0', ''),
('worst_setup_path', 'worst-endpoint-required', '0.80', 'ns'),
('logic_synthesis', 'synthesized_instance_count', '18', ''),
('power_and_ir_drop', 'power.static_leakage', '0.233', 'nW'),
('grt', 'grt_util_all_layers', '0.0223', '');
[synthesized netlist by cell type]
cell | n | area share
dfrtp_1 | 6 | 0.50
xnor2_1 | 1 | 0.029
nor2_1 | 1 | 0.013
mux2_4 | 6 | 0.30
buf_6 | 1 | 0.038
inv_1 | 1 | 0.013
dfstp_2 | 1 | 0.088
a21oi_1 | 1 | 0.017
[area by class of cell]
| type | count | area [sq um] |
|---|---|---|
| clock buffer | 4 | 26.3 |
| tap | 46 | 57.6 |
| sequential | 7 | 176 |
| timing repair buffer | 17 | 121 |
| multi-input combinational | 9 | 108 |
| inverter | 1 | 3.75 |
| fill | 406 | 2920 |
[metal layers]
metal,wire [um],up-vias,global-route usage
li1,-,99,-
met1,282,92,0.0256
met2,324,8,0.0345
met3,48,2,0.0114
met4,9,0,0.00880
met5,0,-,0
[power breakdown]
| group | switching (mW) | internal, mW |
|---|---|---|
| clock | 0.106 | 0.152 |
| sequential | 0.0616 | 0.438 |
| combinational | 0.190 | 0.461 |
| total | 0.357 | 1.05 |
[how the worst min path moves through the flow]
stage,from,endpoint,cells past startpoint
after CTS,rst,sreg[3],2
after global routing,rst,sreg[3],2
final,rst,sreg[7],2
[placed cells by master (no fill, tap or decap)]
master	instances
a21oi_1	1
clkdlybuf4s50_1	1
dfrtp_1	6
dlymetal6s2s_1	1
dfstp_2	1
inv_1	1
buf_2	7
xnor2_1	1
buf_6	1
nor2_1	1
buf_4	7
clkbuf_1	1
mux2_4	6
clkbuf_4	3
[what timing repair did]
item	CTS	global route
hold buffers	0	0
resized	21	2
endpoints found under the setup margin	7	7
pin swaps	0	0
setup buffers	1	0
[metrics by stage]
stage / std cells / util / worst slack (ns)
after floorplan: 18 / - / 0.241
after global placement: 80 / 0.145 / -0.260
after detailed placement: 80 / 0.145 / -0.262
after CTS: 85 / 0.145 / -0.0820
after global routing: 84 / 0.144 / -0.107
final: 84 / 0.144 / -0.0610
[logic make-up (layout without fill, tap and decap cells)]
logic type                after synthesis  in the layout  synth area share
AOI/OAI and AO/OA                       1              1            0.0167
xor gates and xnor gates                1              1            0.0293
buffers and inverters                   2             22            0.0502
DFF                                     7              7             0.590
muxes                                   6              6             0.301
and+or+nand+nor                         1              1            0.0125
